==> design.v <==
`timescale 1ns/1ns
module MEM2WB(
    input               clk,
    input               rst,
    input       [4:0]   write_reg_in,       
    input       [31:0]  AluResIn,           
    input               MemtoRegIn, 
    input       [31:0]  read_data_In,
    input       [31:0]  pc_in,              
    input               DatacIn,            
    input               RegwriteIn,
    output reg  [4:0]   write_reg_out,      
    output reg  [31:0]  pc_out,             
    output reg  [31:0]  AluResOut,          
    output reg          MemtoRegOut,        
    output reg          DatacOut ,           
    output reg   [31:0] read_data_out,
    output reg          RegwriteOut
);
    always @(posedge clk) begin
        if (rst) begin
            write_reg_out   <= 5'b0;
            pc_out          <= 32'b0;
            AluResOut       <= 32'b0;
            MemtoRegOut     <= 1'b0;
            DatacOut        <= 1'b0;
            read_data_out   <= 32'b0; 
        end else begin
            write_reg_out   <= write_reg_in;
            pc_out          <= pc_in;
            AluResOut       <= AluResIn;
            MemtoRegOut     <= MemtoRegIn;
            DatacOut        <= DatacIn;
            read_data_out   <= read_data_In; 
            RegwriteOut     <= RegwriteIn;
        end
    end
endmodule
==> run.sh <==
#!/bin/bash
# OpenROAD 26Q1-2900-gdf79404cd8, Yosys 0.63+post, stock flow scripts
make -C /OpenROAD-flow-scripts/flow DESIGN_CONFIG=/design/flow/config.mk WORK_HOME=/design/flow/orfs finish
==> config.mk <==
export PLATFORM = sky130hd
export DESIGN_NAME = MEM2WB
export DESIGN_NICKNAME = MEM2WB
export VERILOG_FILES = /design/flow/design.v
export SDC_FILE = /design/flow/constraint.sdc
export NUM_CORES = 4
export LEC_CHECK = 1
export CORE_AREA = 10 10 139 139
export DIE_AREA = 0 0 149 149
==> constraint.sdc <==
current_design MEM2WB

set clk_period 1.0
set clk_io_pct 0.2

create_clock -name clk0 -period $clk_period [get_ports {clk}]

set non_clock_inputs [all_inputs -no_clocks]
set_input_delay [expr $clk_period * $clk_io_pct] -clock clk0 $non_clock_inputs
set_output_delay [expr $clk_period * $clk_io_pct] -clock clk0 [all_outputs]
==> flow_summary.yaml <==
# implementation run metrics
placement:
  portBuffers: 209
  place.gp.congestion: 0.748
  place_area_sq_um: 5170
  dp_hpwl_um: 7720
logic_synthesis:
  numSynthFlops: 104
  synth_area_sq_um: 2810
  synth-area-yosys_sq_um: 2810
  ys_sh_simple: 0.229
  ys_cells: 219
  avgSynthCellArea_sq_um: 12.8
  top_area_cell: "dfxtp_1"
  synth.distinct_cells: 6
  top_cell_area_share: 0.733
  aoi_share: 0
  top_cells_by_area: "dfxtp_1 (73%), nor2b_1 (23%), buf_4 (1.9%), edfxtp_1 (1.1%), buf_2 (0.71%)"
  synthTopLogicFamily: "simple AND/OR/NAND/NOR gates"
  synth_cells: 219
  synth_seq_share: 0.744
  adder_share: 0
  yosys_warnings: 1
  xor_share: 0
  mux_share: 0
route:
  wl_per_cell_um: 14.4
  drt_iter0_drc: 36
  antenna_left: 0
  routed_via_density: 3.28
  remaining_drc_errors: 0
  antenna_cells: 0
  routed_wl_um: 9460
  vias: 2155
  drtPass1Iterations: 4
pwr:
  p_sw_mw: 1.86
  p_leak_nw: 2.20
  power_density_nw_per_um2: 1800
  pwr-share-clk: 0.414
  combPwrFrac: 0.092
  seq_power_share: 0.493
  p_sw_frac: 0.208
  p_int_mw: 7.11
  peakVddDrop_uv: 740
hold_path:
  holdCritPathClass: "in -> reg"
finish:
  final_layout_top_logic_cell: "clkdlybuf4s50_1"
  lay_top_cells: "clkdlybuf4s50_1 (104), nor2b_1 (103), buf_2 (103)"
  fill_cells: 1711
  syn2layout_area_growth_pct: 77.6
  fin_area_sq_um: 5000
  logic_area_sq_um: 644
  layout-drive-gt1-share: 0.331
  final-seq-area_sq_um: 2120
clock_network:
  cts-root-buf: "clkbuf_16"
  numCtsBuffers: 9
  h-tree-depth: 3
  clk_pin_slew_worst_paths_ns: 0.07
  tritoncts: "done"
  post-cts-setup-buffer-count: 0
  cts_num_sinks: 104
  cts_max_path_buffers: 2
  cts_hold_buf: 0
critical_path:
  endpoint_kind: "output pin"
  critPathKind: "reg -> out"
  startpoint_type: "register"
  crit_family: "flip-flops"
  crit_start: "RegwriteOut"
  crit_end: "RegwriteOut"
  required_ns: 0.80
  max_stage_delay_ns: 0.36
  path_buffers: 1
  cp_num_cells: 1
  cp_max_fo: 1
  crit_arrival_ns: 0.82
  path_cells: "buf_2"
  slowest_stage: "edfxtp_1"
timing:
  slew_violations: 0
  fmax_ghz: 0.977
  finalHoldViolations: 0
  rsz0062_at_grt: "true"
  worst_slack_ns: -0.0231
  post-route-min-period_ns: 1.02
  fin_crit_sh: 1.02
  whs_ns: 0.177
  slew_headroom: 0.860
  worstMarginPinSlew_ns: 0.209
  finalSetupViolations: 1
grt:
  use_met3: 0.0434
  grt_pass1_wl_um: 14100
  met2_usage: 0.130
  first_global_vias: 2316
  grt_max_degree: 36
  grt_usage: 0.0818
  grt.met1_usage: 0.0960
  overflow: 0
  antenna_found_initial: 0
  busiest_layer: "met2"
floorplan:
  core-area_sq_um: 16500
  die_y_um: 149
  top_level_ports: 210
  chip_area_sq_um: 22200
  fp-row-count: 47
  die_w_um: 149
  initCoreUtil: 0.171
outcome:
  violations: "setup timing"
  status: "finished, violations left"
flow_run:
  cap_violations: 0
  warning_count: 27
[sequential cells by signal (all words and copies together) (netlist names)]
name and flops:
RegwriteOut 1, write_reg_out 5, pc_out 32, MemtoRegOut 1, DatacOut 1, AluResOut 32, read_data_out 32
[cells in the mapped netlist]
cell type / n
buf_2: 4
buf_4: 7
dfxtp_1: 103
edfxtp_1: 1
inv_1: 1
nor2b_1: 103
[how the worst min path moves through the flow]
stage         cells after the start                to  startpoint
finish                            2         pc_out[9]         rst
global route                      2        pc_out[13]         rst
CTS                               2  write_reg_out[1]         rst
[through the flow]
| stage | instances | total power [mW] | worst slack (ns) | setup TNS [ns] | util |
|---|---|---|---|---|---|
| 3_3_place_gp | 642 | 5.58 | -0.0233 | -0.0727 | 0.314 |
| 3_5_place_dp | 642 | 5.58 | -0.0149 | -0.0459 | 0.314 |
| 5_1_grt | 658 | 9.42 | -0.0714 | -0.283 | 0.303 |
| 6_report | 658 | 8.97 | -0.0231 | -0.0231 | 0.303 |
| 2_1_floorplan | 219 | 4.66 | 0.309 | 0 | - |
| 4_1_cts | 658 | 9.15 | -0.0560 | -0.0678 | 0.303 |
[power groups by stage]
| stage | clock [mW] | combinational (mW) | sequential [mW] |
|---|---|---|---|
| final | 3.72 | 0.829 | 4.42 |
| after CTS | 3.87 | 0.858 | 4.42 |
| after global routing | 4.06 | 0.922 | 4.44 |
[layer usage]
layer / wire length (um) / vias to the layer above
li1: - / 1086
met1: 3660 / 933
met2: 4420 / 121
met3: 1120 / 15
met4: 265 / 0
met5: 0 / -
[final cells by class]
type / count / share of cell area
Sequential cell: 104 / 0.423
Multi-Input combinational cell: 103 / 0.129
Tap cell: 220 / 0.0551
Timing Repair Buffer: 214 / 0.328
Clock buffer: 10 / 0.0501
Inverter: 1 / 0.000751
Clock inverter: 6 / 0.0138
[cell families after synthesis]
group	Yosys count
flip-flops	104
buffers and inverters	12
AND/OR/NAND/NOR	103
[repair_timing]
action	CTS	global route
resized	350	9
setup endpoints to repair	104	32
endpoints found under the hold margin	0	0
Power figures rest on the tool's default switching activity, not on a simulated workload.
