File: flow/design.v
`timescale 1ns/1ns
module ID2EXE(
    input                   clk,
    input                   rst,
    input       [31:0]      inst_extended_in,    
    input       [31:0]      reg_data1_in,        
    input       [31:0]      reg_data2_in,        
    input       [4:0]       reg1_in,              
    input       [4:0]       reg2_in,              
    input       [1:0]       RegDstIn,
    input       [3:0]       AluOp_in,            
    input                   AluSrcIn,
    input                   AluSrc1In,
    input                   RegwriteIn,
    input       [4:0]       shamnt_in,           
    input                   MemWriteIn,
    input                   MemReadIn,
    input                   MemtoRegIn,
    input       [31:0]      PCplus4In,
    input                   DatacIn,              
    output reg  [3:0]       AluOp_out,           
    output reg              DatacOut,            
    output reg  [31:0]      reg_data1_out,       
    output reg  [31:0]      reg_data2_out,       
    output reg  [31:0]      inst_extended_out,   
    output reg  [1:0]       RegDstOut,
    output reg  [4:0]       reg1_out,            
    output reg  [4:0]       reg2_out,            
    output reg              RegwriteOut,
    output reg  [4:0]       shamnt_out,          
    output reg              MemWriteOut,
    output reg              MemReadOut,
    output reg              MemtoRegOut,
    output reg  [31:0]      PCplus4OUt,
    output reg              AluSrcOut,
    output reg              AluSrc1Out
);
    always @(posedge clk) begin
        if (rst) begin
            AluOp_out           <= 4'b0000;
            DatacOut            <= 1'b0;
            reg_data1_out       <= 32'b0;
            reg_data2_out       <= 32'b0;
            inst_extended_out   <= 32'b0;
            RegDstOut           <= 2'b00;
            reg1_out            <= 5'b0;
            reg2_out            <= 5'b0;
            RegwriteOut         <= 1'b0;
            shamnt_out          <= 5'b0; 
            MemWriteOut         <= 1'b0;
            MemReadOut          <= 1'b0;
            MemtoRegOut         <= 1'b0;
            PCplus4OUt          <= 32'b0;
            AluSrcOut           <= 1'b0;
            AluSrc1Out          <= 1'b0;
        end else begin
            AluOp_out           <= AluOp_in;
            DatacOut            <= DatacIn;
            reg_data1_out       <= reg_data1_in;
            reg_data2_out       <= reg_data2_in;
            inst_extended_out   <= inst_extended_in;
            RegDstOut           <= RegDstIn;
            reg1_out            <= reg1_in;
            reg2_out            <= reg2_in;
            RegwriteOut         <= RegwriteIn;
            shamnt_out          <= shamnt_in; 
            MemWriteOut         <= MemWriteIn;
            MemReadOut          <= MemReadIn;
            MemtoRegOut         <= MemtoRegIn;
            PCplus4OUt          <= PCplus4In;
            AluSrcOut           <= AluSrcIn;
            AluSrc1Out          <= AluSrc1In;
        end
    end
endmodule
File: flow/run.sh
#!/bin/bash
# OpenROAD 26Q1-2900-gdf79404cd8, Yosys 0.63+post, stock flow scripts
make -C /OpenROAD-flow-scripts/flow DESIGN_CONFIG=/design/flow/config.mk WORK_HOME=/design/flow/orfs finish
File: flow/config.mk
export PLATFORM = sky130hd
export DESIGN_NAME = ID2EXE
export DESIGN_NICKNAME = ID2EXE
export VERILOG_FILES = /design/flow/design.v
export SDC_FILE = /design/flow/constraint.sdc
export NUM_CORES = 4
export LEC_CHECK = 1
export CORE_AREA = 10 10 167 167
export DIE_AREA = 0 0 177 177
File: flow/constraint.sdc
current_design ID2EXE

set clk_period 1.0
set clk_io_pct 0.2

create_clock -name clk0 -period $clk_period [get_ports {clk}]

set non_clock_inputs [all_inputs -no_clocks]
set_input_delay [expr $clk_period * $clk_io_pct] -clock clk0 $non_clock_inputs
set_output_delay [expr $clk_period * $clk_io_pct] -clock clk0 [all_outputs]
==> impl_metrics.ini <==
; yosys + openroad results
[pwr]
combPwrFrac_pct = 8.9
powerDensity_nw_per_um2 = 1898
vdd_drop_max_mv = 0.9560
internal_power_mw = 11.58
p_sw_mw = 3.114
seqPwrFrac_pct = 45.1
p_clk_share_pct = 46.0
power_mw = 14.69
cellLeakagePower_nw = 3.427
p_sw_share_pct = 21.20

[timing]
maxSlewViolCount = 0
hold_viol_final = 0
setup-violations-final = 140
maxSlewHeadroom_pct = 87.49
setup_tns_ns = -1.833
fmax_mhz = 959.6
period_needed_ns = 1.042
setup_ws_ns = -0.04211
finalCritPeriodShare_pct = 104.2
tightest_slew_ns = 0.1873
rsz0062_at_grt = true

[critical_path]
cp-end-kind = primary output
slowest_delay_ns = 0.33
critPathCapture = reg_data2_out[12]
cp_num_cells = 1
cp_cell_sequence = buf_2
required_ns = 0.80
critPathTopFamily = flip-flops
cp_slowest_cell = dfxtp_2
cp.arrival_ns = 0.84
cp.buffers_inverters = 1
cp_max_fo = 1
start_kind = flip-flop
cp-startpoint = reg_data2_out[12]$_SDFF_PP0_
crit_type = flip-flop to primary output

[outcome]
outcome = complete, but fails checks
violations = setup timing

[synthesis]
synth.most_common_cell = dfxtp_1
synthArstFlopShare_pct = 0
syn_area_um2 = 4185
synth_stat.cells = 329
ys_ff = 156
largest_area_cell = dfxtp_1
yosys_warnings = 1
synth_cells = 329
edf_count = 0
synthTopCellsByCount = dfxtp_1, nor2b_1, buf_2
synth_cell_types = 5
postSynthAreaPerCell_um2 = 12.72
ys_seq_share_pct = 74.62
top_area_share_pct = 74.62
ys_chip_area_um2 = 4185
synthTopCellsByArea = dfxtp_1, nor2b_1, buf_2
flop_cell = dfxtp_1

[drt]
final_antenna_net_count = 0
dr_total_vias = 3326
drtIter0Drc = 61
drc = 0
antenna_cells = 0
firstDrtPassIters = 4
wl_mm = 15.23
wire_per_inst_um = 15.26
vias_per_cell = 3.333

[clock_tree]
cts_tree = yes
cts_max_path_buffers = 2
ctsRootBufferMaster = clkbuf_16
cts.sinks = 156
cts_setup_buffers = 0
numCtsBuffers = 17
h-tree-depth = 4
cts_hold_buf = 0
clk_pin_slew_worst_paths_ns = 0.06
cts_resized = 528

[placement]
gp_congestion = 0.7732
dpl.hpwl_mm = 12.35
post_dp_cell_area_um2 = 7840
io_buffer_count = 313
pre_cts_slack_ns = -0.06363

[finish]
drive_gt1_share_pct = 34.57
num-fill-cells = 2512
design_area_um2 = 7740
regArea_um2 = 3157
area_growth_syn_to_layout_pct = 84.93
final_core_util_pct = 31.83
comb_area_um2 = 978.4

[grt]
overflow = 0
antenna_found_initial = 0
grt_pass1_wl_mm = 22.27
grt_max_degree = 31
grt_pass1_vias = 3577
track_usage_pct = 9.394

[min_path]
hp-class = primary input to flip-flop

[floorplan]
die_h_um = 177
chipArea_um2 = 31330
core_um2 = 24320
ios = 314
rows = 57
fp_util_pct = 17.21
die_w_um = 177

[job]
warnings = 27
maxCapViolations = 0
flip-flops by register name, summed over array words and instances (netlist names):
signal,flops
reg2_out,5
DatacOut,1
AluOp_out,4
RegDstOut,2
MemtoRegOut,1
inst_extended_out,32
reg1_out,5
RegwriteOut,1
reg_data1_out,32
AluSrc1Out,1
MemReadOut,1
AluSrcOut,1
shamnt_out,5
MemWriteOut,1
PCplus4OUt,32
reg_data2_out,32
metrics by stage:
step           std cells  hold slack (ns)
2_1_floorplan        329           0.3252
3_3_place_gp         966           0.5985
3_5_place_dp         966           0.6047
4_1_cts              998           0.1484
5_1_grt              998           0.1496
6_report             998           0.1581
final cells by class:
type	count	share of cell area (%)
Sequential cell	156	40.79
Timing Repair Buffer	330	33.30
Multi-Input combinational cell	156	12.64
Clock buffer	18	5.674
Tap cell	324	5.238
Clock inverter	14	2.360
layer usage:
metal / up-vias / wire, um / GRT usage, %
met1: 1459 / 5748 / 10.71
met2: 206 / 6916 / 14.90
met4: 0 / 106 / 0.8406
li1: 1656 / - / -
met3: 5 / 2462 / 6.371
met5: - / 0 / 0
placed cells by master, fill, tap and decap left out, drive strengths merged:
master and count:
inv 4, nor2b 154, clkinvlp 2, dfxtp 156, bufinv 3, clkbuf 18
and2b 2, clkinv 5, clkdlybuf4s50 156, buf 174
cells by family (layout without fill, tap and decap cells):
family	Yosys count	count (layout)	share of synthesized area (%)
simple gates	156	156	23.38
flops	156	156	74.62
buf+inv	17	362	2.003
worst min path at each step:
| stage | slack [ns] | startpoint | to | cells past startpoint |
|---|---|---|---|---|
| 4_1_cts | 0.15 | rst | reg_data1_out[15]$_SDFF_PP0_ | 3 |
| 5_1_grt | 0.15 | rst | reg1_out[1]$_SDFF_PP0_ | 3 |
| 6_report | 0.16 | rst | reg1_out[1]$_SDFF_PP0_ | 3 |
power groups by stage:
stage	combinational [mW]	sequential, mW	clock (mW)
CTS	1.36	6.63	7.06
global route	1.46	6.66	7.28
finish	1.31	6.63	6.75
Power and IR drop assume default switching activity.
