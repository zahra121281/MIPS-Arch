==> design.v <==
`timescale 1ns/1ns
module EXE2MEM(
    input               clk,
    input               rst,
    input       [4:0]   write_reg_in,       
    input       [31:0]  WriteDataIn,        
    input               MemtoRegIn,         
    input               MemWriteIn,         
    input               MemReadIn,          
    input       [31:0]  AluResIn,           
    input               DatacIn,            
    input       [31:0]  pc_in,              
    input               RegwriteIn,
    output reg  [4:0]   write_reg_out,      
    output reg  [31:0]  pc_out,             
    output reg          MemWriteOut,        
    output reg          MemReadOut,         
    output reg  [31:0]  AluResOut,          
    output reg          MemtoRegOut,        
    output reg          DatacOut,           
    output reg  [31:0]  WriteDataOut,        
    output reg          RegwriteOut
);
    always @(posedge clk) begin
        if (rst) begin
            write_reg_out   <= 5'b0;
            pc_out          <= 32'b0;
            MemWriteOut     <= 1'b0;
            MemReadOut      <= 1'b0;
            AluResOut       <= 32'b0;
            MemtoRegOut     <= 1'b0;
            DatacOut        <= 1'b0;
            WriteDataOut    <= 32'b0;
            RegwriteOut     <= 1'b0;
        end else begin
            write_reg_out   <= write_reg_in;
            pc_out          <= pc_in;
            MemWriteOut     <= MemWriteIn;
            MemReadOut      <= MemReadIn;
            AluResOut       <= AluResIn;
            MemtoRegOut     <= MemtoRegIn;
            DatacOut        <= DatacIn;
            WriteDataOut    <= WriteDataIn;
            RegwriteOut         <= RegwriteIn;
        end
    end
endmodule
==> run.sh <==
#!/bin/bash
# OpenROAD 26Q1-2900-gdf79404cd8, Yosys 0.63+post, stock flow scripts
make -C /OpenROAD-flow-scripts/flow DESIGN_CONFIG=/design/flow/config.mk WORK_HOME=/design/flow/orfs finish
==> config.mk <==
export PLATFORM = sky130hd
export DESIGN_NAME = EXE2MEM
export DESIGN_NICKNAME = EXE2MEM
export VERILOG_FILES = /design/flow/design.v
export SDC_FILE = /design/flow/constraint.sdc
export NUM_CORES = 4
export LEC_CHECK = 1
export CORE_AREA = 10 10 140 140
export DIE_AREA = 0 0 150 150
==> constraint.sdc <==
current_design EXE2MEM

set clk_period 1.0
set clk_io_pct 0.2

create_clock -name clk0 -period $clk_period [get_ports {clk}]

set non_clock_inputs [all_inputs -no_clocks]
set_input_delay [expr $clk_period * $clk_io_pct] -clock clk0 $non_clock_inputs
set_output_delay [expr $clk_period * $clk_io_pct] -clock clk0 [all_outputs]
==> reports/metrics.csv <==
metric;value;unit
number of clock sinks;106;
outcome;finished with violations;
source of the worst hold timing path;rst;
sum of overflow across all layers after global routing;0;
worst-case hold path end point;AluResOut[24]$_SDFF_PP0_;
most used cells in the layout excluding fill and tap cells;106 x sky130_fd_sc_hd__nor2b_1, 106 x sky130_fd_sc_hd__clkdlybuf4s50_1, 100 x sky130_fd_sc_hd__buf_2;
stage delay of the slowest cell on the critical path;0.37;ns
share of the yosys chip area belonging to registers;0.744;
fin crit period;1.01;ns
cell family with the largest share of critical-path delay;flip-flops;
top area contributor share;0.744;
IR Drop Worst-Case VDD;0.000977;V
Clock Path Buffers;2;
setup repair after global routing missed its margin;yes;
mean area per synthesized cell;12.8;um2
post-synth area from yosys stat;2850;um2
Final setup violation count;3;
Routed WL per cell;14.3;um
clock slew seen by the registers of the worst setup and hold paths;0.07;ns
hold-fix buffers at CTS;0;
IO Count;214;
Rows;47;
Via density;3.34;
main area contributors;sky130_fd_sc_hd__dfxtp_1 74%, sky130_fd_sc_hd__nor2b_1 23%, sky130_fd_sc_hd__buf_4 1.3%, sky130_fd_sc_hd__buf_2 1.1%;
DRC;0;
1st-iter DRT viols;20;
PwrDens;1680;nW/um2
fraction of layout instances using a drive strength above 1;0.330;
via total after detailed routing;2233;
Core Region;16600;um2
pre-CTS WS;-0.152;ns
Total GRT Usage;0.0819;
Chip Width;150;um
number of fillers in the final layout;1696;
headroom to the max-slew limit;0.817;
Yosys warning total;1;
violated checks;negative setup slack;
maximum number of pins on one net before global-route repair;34;
floorplan die height;150;um
cell type with the highest aggregate area in the netlist;sky130_fd_sc_hd__dfxtp_1;
cells along the critical path;buf_6;
Cell variety after synth;4;
Critical-path top delay cell;sky130_fd_sc_hd__dfxtp_4;
number of cells on the worst hold path;2;
max capacitance violation total;0;
Num CTS Buffers;9;
final WL;9570;um
final cell area excluding filler cells;5080;um2
synthesis-to-layout area growth;78.2;%
ANT nets after route;0;
worst-margin pin slew;0.274;ns
Pre-antenna DRT Iters;4;
cell area after synthesis;2850;um2
arrival time worst endpoint;0.81;ns
Critical Path Sink Type;output port;
clock root buffer;sky130_fd_sc_hd__clkbuf_16;
number of global-route vias before repair;2381;
post-route setup slack;-0.0148;ns
antenna cell count;0;
final number of max-transition violations;0;
first-pass GRT wire length;14200;um
total number of warnings across the stage logs;27;
fmax;985;MHz
placed cell areas;5280;um2
area of the die;22500;um2
buffers and inverters on the worst path;1;
launch point of the worst path;AluResOut[4]$_SDFF_PP0_;
maximum fanout encountered on the critical timing path;1;
TritonCTS clock tree;done;
number of flip-flops and latches in the synthesized netlist;106;
reported leakage power;2.23;nW
Period Utilization, post-route;1.01;
worst setup path category;reg -> out;
path type of the worst min-delay path;in -> reg;
Critical Path Source Type;flop;
routability-driven placement congestion ratio;0.777;
effective utilization at floorplan;0.172;
count of buffers from port buffering;213;
number of H-tree levels;3;
ys cells;223;
synthesized instance count;223;
initial antenna violation count;0;
hpwl dp;7790;um
Data required, critical path;0.80;ns
hold slack final;0.220;ns
Hold Violations, Final;0;
[kinds of logic after synthesis]
logic type	synth area share
buffers and inverters	0.0237
DFF	0.744
and+or+nand+nor	0.232
[synth_stat cells (all sizes together)]
cell,count
nor2b,106
buf,11
dfxtp,106
[through the flow]
stage / power (W) / TNS [ns] / cells / util
2_1_floorplan: 0.00474 / 0 / 223 / -
3_3_place_gp: 0.00569 / -0.454 / 652 / 0.318
3_5_place_dp: 0.00569 / -0.396 / 652 / 0.318
4_1_cts: 0.00874 / -0.151 / 668 / 0.304
5_1_grt: 0.00897 / -0.187 / 668 / 0.307
6_report: 0.00853 / -0.0300 / 668 / 0.307
[power breakdown]
group	total [W]	switching [W]	leakage, nW	internal [W]
logic	0.000861	0.000213	1.21	0.000648
registers	0.00451	0.0000573	0.890	0.00445
clock network	0.00316	0.00148	0.129	0.00168
total	0.00853	0.00175	2.23	0.00678
[cell type report]
cell class                 count  area (um2)  area share
clock buffer                  11         233      0.0458
clock inverter                 5        31.3     0.00615
multi-input combinational    106         663       0.130
sequential                   106        2150       0.424
tap                          220         275      0.0541
timing repair buffer         220        1730       0.340
[flip-flops by register name, summed over array words and instances, names as in the netlist, 5 cells and up]
register / cells
AluResOut: 32
WriteDataOut: 32
pc_out: 32
write_reg_out: 5
[worst max path at each step]
stage	end	slack, ns	cells after the start
finish	AluResOut[4]	-0.01	1
CTS	AluResOut[0]	-0.05	1
global route	AluResOut[0]	-0.06	1
[per-layer routing]
| layer | wire [um] | vias up | GRT usage |
|---|---|---|---|
| li1 | - | 1105 | - |
| met1 | 3980 | 983 | 0.101 |
| met2 | 4150 | 135 | 0.124 |
| met3 | 1300 | 10 | 0.0487 |
| met4 | 138 | 0 | 0.0126 |
| met5 | 0 | - | 0 |
[what timing repair did]
action,in CTS,in global routing
setup buffers,0,0
setup endpoints to repair,106,16
gates resized,353,12
hold endpoints to repair,0,0
Power and IR drop assume default switching activity.
